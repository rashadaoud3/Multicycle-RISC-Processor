[/design/flow/config.mk]
export PLATFORM = sky130hd
export DESIGN_NAME = DataMemory
export DESIGN_NICKNAME = DataMemory
export VERILOG_FILES = /design/flow/design.v
export SDC_FILE = /design/flow/constraint.sdc
export NUM_CORES = 4
export LEC_CHECK = 1
export CORE_UTILIZATION = 50
[/design/flow/constraint.sdc]
current_design DataMemory

set clk_period 22.5
set clk_io_pct 0.2

create_clock -name clk0 -period $clk_period [get_ports {clk}]

set non_clock_inputs [all_inputs -no_clocks]
set_input_delay [expr $clk_period * $clk_io_pct] -clock clk0 $non_clock_inputs
set_output_delay [expr $clk_period * $clk_io_pct] -clock clk0 [all_outputs]
[/design/flow/design.v]
module DataMemory (
    input wire clk,
    input wire [15:0] address,
    input wire [15:0] datain,
    input wire memread,
    input wire memwrite, 
    output reg [15:0] dataout
);             
reg [15:0] memory [255:0];  
initial begin
    integer i;
    for (i = 0; i < 256; i = i + 1) begin
        memory[i] = 16'd0;
    end
end
always @(posedge clk) begin
    if (memwrite) begin
        memory[address] <= datain;
    end
end       
always @(*) begin
    if (memread) begin
        dataout = memory[address];
    end else begin
        dataout = 16'd0;
    end
end
endmodule
[/design/flow/run.sh]
#!/bin/bash
# OpenROAD 26Q1-2900-gdf79404cd8, Yosys 0.63+post, stock flow scripts
make -C /OpenROAD-flow-scripts/flow DESIGN_CONFIG=/design/flow/config.mk WORK_HOME=/design/flow/orfs finish
==> deck_impl_summary.md <==
Key Metrics from the Run

Outcome
  • Status: finished, final reports clean

Placed design
  • PortBufs: about 42
  • HPWL Detailed: around 230000 µm
  • Placed cells: 11.81k
  • Place WS: about 7.4 ns
  • Placer Congestion: 0.9163

Finish
  • Registers with the most flip-flops: memory x4096
  • Synth-to-layout area growth: 13.23%
  • Largest reg by FF count: memory
  • Fill cells: 22.41k
  • FF+latch area: ~120000 µm²
  • Layout cell share with drive strength beyond 1: 0.2093
  • Post-route insts no fill: between 10k and 15k
  • Util after Layout: 0.5694
  • Multi-input logic area: ~32000 µm²
  • Max reg flops: just over 4k

Die
  • Cell Rows: a little over 200
  • Ports: 51
  • Die y size: ~560 µm
  • Core Util at FP: 0.5028
  • Die Size: roughly 320000 µm²
  • Core box area: a little over 300000 µm²
  • Die width: 562.1 µm

Worst setup path
  • Critical Path RT: 18.00 ns
  • Arr. time, crit path: 10.71 ns
  • Kind of critical path: primary input to primary output
  • CP Max Fanout: 100
  • Kind of start point of the critical path: primary input
  • Crit path capture type: primary output
  • Worst Setup SP: address[1]
  • Worst Setup EP: dataout[7]

CTS
  • Clock-pin slew on the worst setup and hold paths: 0.06 ns
  • Maximum root-to-sink buffer count: 4
  • CTS buffer count: 410
  • Clock Sink Count: 4096
  • Hold-fix buffers, CTS: 0
  • H-tree levels: 5
  • TritonCTS clock tree: built
  • Cts repair resizes: 0
  • Clock root buffer: clkbuf_16
  • Setup Buffers After CTS: 0

Final timing
  • Final setup vio count: 0
  • Hold Slack: approximately 4.0 ns
  • Max frequency: roughly 66 MHz
  • Worst rel slew slack: 0.2036
  • Slew Viols, Final: 0
  • PnR worst setup slack: roughly 7.3 ns
  • Hold Violations, Final: 0
  • RSZ-0062 raised after global routing: no
  • Period minus WS final: approximately 15 ns
  • Total negative setup slack: 0 ns
  • Least-Margin Pin Slew: 1.182 ns
  • Tcrit/Tclk final: 0.6760

Routing
  • Wire per inst: 31.47 µm
  • Drt first pass iters: 6
  • Vias per inst: 6.064
  • DRC Markers: 0
  • ANT nets after route: 0
  • Vias: roughly 76k
  • Post-Route WL: between 300000 and 400000 µm
  • DR iter-0 viols: roughly 5k

Yosys
  • Ys flops: about 4k
  • Top cells by area: edfxtp_1, mux4_2, mux2i_1
  • EDFF count, synth: 4096
  • Leading area contributor after synthesis: edfxtp_1
  • Synth cell types: between 50 and 60
  • Post-synthesis area per instance: approximately 21 µm²
  • Sequential cell area fraction in the yosys report: 0.7842
  • Synthesis area per yosys: ~160000 µm²
  • Async SR Flop Fraction: 0
  • Max-area cell share: 0.7842
  • Cells after synthesis: ~7.6k
  • Cell area after synthesis: around 160000 µm²
  • Yosys Instances: 7620
  • Synth warnings: 1
  • Dominant Register Cell: edfxtp_1

Pwr
  • Power Internal: between 0.01 and 0.015 W
  • PwrDens: around 90 nW/µm²
  • Logic pwr share: 0.045
  • Clock power share: 0.423
  • Sw Share: 0.2101
  • Pleak: around 57 nW
  • Seq pwr share: 0.532
  • Net switching power figure: between 0.003 and 0.004 W
  • Worst VDD drop: approximately 63 µV

Global routing
  • Vias in the first global route: slightly above 80k
  • Overall Global Routing Usage: 0.2874
  • Largest net degree at the start of global routing: 114
  • Global-route met2 utilization: 0.4030
  • Global routing usage on met1: 0.3755
  • GR Util met3: 0.2152
  • First-pass GRT wire length: around 570000 µm
  • Initial antenna violation count: 6
  • Gr busiest metal: met2
  • Grt ovf: 0

Job
  • OpenROAD warning count: about 40
  • Max cap viols: 0

Hold path
  • Min-Delay Path Class: primary input to flop
## cell families after synthesis
logic type             Yosys count  synth area share
and+or+nand+nor                668           0.01990
buffers and inverters          481           0.01432
muxes                         1501            0.1425
AOI/OAI and AO/OA              874           0.03907
DFF                           4096            0.7842
## cell type report
type                       instances  share of cell area
sequential                      4096              0.6926
multi-input combinational       3043              0.1796
clock buffer                     494             0.05979
tap                             4140             0.02917
timing repair buffer             515             0.02361
clock inverter                   266             0.01474
inverter                          16           0.0003382
antenna                           10           0.0001409
## metal layers
metal	routed length, µm	share of wire
met5	809	0.0020
met4	15040	0.038
met3	68610	0.17
met2	184400	0.47
met1	127000	0.32
## through the flow
stage	power, W	cell area (µm²)
after floorplan	0.008930	156800
after global placement	0.009279	164300
after detailed placement	0.009291	164300
after CTS	0.01593	177600
after global routing	0.01626	177600
final	0.01581	177600
## power groups by stage
stage	Sequential [W]	Clock [W]	Combinational (W)
4_1_cts	0.00841	0.00680	0.000718
5_1_grt	0.00841	0.00709	0.000760
6_report	0.00841	0.00668	0.000710
## synth_stat cells, drive strengths merged (2+ instances only)
library cell and count:
a211o 14, a21o 2, a21oi 82, a221o 2, a221oi 135, a222oi 15, a22o 14, a22oi 239
a31oi 49, a32oi 17, and2 11, and3 4, buf 271, clkbuf 194, edfxtp 4096, inv 16
mux2 31, mux2i 888, mux4 582, nand2 133, nand2b 10, nand3 81, nand4 51, nand4b 3
nand4bb 3, nor2 269, nor2b 10, nor3 32, nor4 7, o2111ai 3, o21ai 90, o221ai 15
o22ai 192, o31a 2, or2 2, or3 4, or4 44
## worst max-delay path: stages
cell and delay [ns]:
buf_16 0.43, buf_4 0.60, buf_4 0.67, buf_4 0.62
buf_4 0.74, mux2i_1 0.26, a22oi_1 0.17, a22oi_1 0.25
nand4_1 0.25, o21ai_0 0.99, a32oi_1 0.47, clkdlybuf4s50_1 0.54
## worst min path at each step
stage                     start            to  slack (ns)  cells after the start
after global routing  datain[3]  memory[7][3]        3.93                      1
after CTS             datain[3]  memory[7][3]        3.90                      1
final                 datain[3]  memory[7][3]        3.96                      1
## cells in the final DEF, fill, tap and decap left out, drive strengths merged, types with 11 or more instances in the layout
cell and instances:
a32oi 17, clkdlybuf4s50 21, nor2 269, clkinv 207, or4 44, inv 25
o221ai 15, edfxtp 4096, a31oi 49, a22oi 239, nand3 81, nor3 32
o22ai 192, and2 11, a222oi 15, a22o 14, a21oi 82, a221oi 135
o21ai 90, mux4 582, mux2 31, nand2 133, bufinv 42, a211o 14
nand4 51, mux2i 888, clkbuf 495, buf 493
Power figures rest on the tool's default switching activity, not on a simulated workload.
