===== /design/flow/run.sh =====
#!/bin/bash
# OpenROAD 26Q1-2900-gdf79404cd8, Yosys 0.63+post, stock flow scripts
make -C /OpenROAD-flow-scripts/flow DESIGN_CONFIG=/design/flow/config.mk WORK_HOME=/design/flow/orfs finish

===== /design/flow/config.mk =====
export PLATFORM = sky130hd
export DESIGN_NAME = ALU
export DESIGN_NICKNAME = ALU
export VERILOG_FILES = /design/flow/design.v
export SDC_FILE = /design/flow/constraint.sdc
export NUM_CORES = 4
export LEC_CHECK = 1
export CORE_UTILIZATION = 50

===== /design/flow/constraint.sdc =====
current_design ALU

set clk_period 8.5
set clk_io_pct 0.2

create_clock -name clk0 -period $clk_period

set non_clock_inputs [all_inputs -no_clocks]
set_input_delay [expr $clk_period * $clk_io_pct] -clock clk0 $non_clock_inputs
set_output_delay [expr $clk_period * $clk_io_pct] -clock clk0 [all_outputs]

===== /design/flow/design.v =====
module ALU (
	input wire [15:0] operandA,
	input wire [15:0] operandB,   
	input wire [3:0] Function,  
	output reg [15:0] res,
	output reg zero,  
	output reg takeBranch
);        
parameter AND = 4'b0000;
parameter ADD = 4'b0001;
parameter SUB = 4'b0010;
parameter SLL = 4'b0011;  
parameter SRL = 4'b0100;  
parameter ADDI = 4'b0011;  
parameter ANDI = 4'b0010;  
parameter LW = 4'b0101;    
parameter SW = 4'b0110;    
parameter BEQ = 4'b0111;   
parameter BNE = 4'b1000;   
parameter JMP = 4'b0001;   
parameter CALL = 4'b0010;  
parameter RET = 4'b0011;   
always @* begin     
	res = 16'b0;
	takeBranch = 1'b0;
	zero = 1'b0;
	case(Function)
		AND: res = operandA & operandB;
		ADD: res = operandA + operandB;
		SUB: res = operandA - operandB;
		SLL: res = operandA << operandB[3:0];
		SRL: res = operandA >> operandB[3:0];
		ADDI: res = operandA + operandB;
		ANDI: res = operandA & operandB;
		LW: res = operandA + operandB;  
		SW: res = operandA + operandB;  
		BEQ: takeBranch = (operandA == operandB) ? 1 : 0;
		BNE: takeBranch = (operandA != operandB) ? 1 : 0;
		JMP: res = operandB;  
		CALL: res = operandB;  
		RET: res = operandA;  
		default: res = 16'b0;  
	endcase
	zero = (res == 16'b0) ? 1 : 0;
end
endmodule

==> summary.txt <==
Physical implementation.

- The run finished with clean final reports.
- The share of synthesized area occupied by flip-flops and latches is 0%.
- For this run, design rule violations remaining after detail routing come to 0.
- The pin count of the biggest net entering global routing is 32.
- The routed length per placed instance is between 20 and 25 microns.
- sky130_fd_sc_hd__nor2_1 is the most common cell in the netlist.
- The number of maximum-capacitance violations recorded for the run is 0.
- The cell area after layout is between 4000 and 5000 sq um.
- The global routing report lists combined usage of all routing layers as around a third.
- The fill cell instance count of the final layout is 644.
- Per the layout area report, the register area comes to 0 sq um.
- Summed over all layers, the global routing overflow is 0.
- Static timing analysis puts the maximum clock frequency at about 130 MHz.
- The post-synthesis area per instance is 7.161 sq um.
- The number of buffers inserted for hold repair after clock tree synthesis is 0.
- Setup repair after global routing left no endpoint under its margin.
- In the setup report, the worst path falls into the class in2out.
- The number of vias per cell after detailed routing is ~6.9.
- The synthesized design spends more area on one cell type than any other, namely sky130_fd_sc_hd__ha_1.
- The sequential cell count is 0.
- The tool warning count is around 50.
- The headroom to the max-slew limit is between 50% and 60%.
- In the final report, the number of hold violations comes to 0.
- For this design the static power due to leakage is 1.613 nW.
- The nature of the critical path endpoint is a primary output.
- The class of the tightest hold or removal check is in2out.
- The count of input and output buffers is about 54.
- The total die size is around 7200 sq um.
- The post-route utilization of the core is recorded as a little over 60%.
- The accumulated negative setup slack is 0 ns.
- The count of unique library cells instantiated by Yosys is ~70.
- The total wirelength of the detailed-routed design is around 12 mm.
- The number of DRC violations after detailed-routing iteration 0 is approximately 460.
- In the post-synthesis netlist, the biggest area contributors are sky130_fd_sc_hd__ha_1 (12%), sky130_fd_sc_hd__mux4_2 (9.2%), sky130_fd_sc_hd__a21oi_1 (5.5%).
- The die height is approximately 85 microns.
- The horizontal die dimension reported for this design is approximately 85 microns.
- The worst path arrival time is about 6.3 ns.
- The number of antenna violations at the first check in global routing came to 0.
- The total core area is about 6500 sq um.
- The layout-stage area growth over the synthesis result is 17.04%.
- The required time at the worst endpoint is listed as between 6 and 7 ns.
- The cell area reported after detailed placement is 4031 sq um.
- The number of antenna cells inserted is 0.
- The share of the core area taken by cells at floorplan is between 50% and 60%.
- The number of synthesis warnings is 1.
- The worst-path maximum fanout is 12.
- The portion of the clock cycle consumed by the worst path in the final layout is roughly 94%.
- The number of global-route vias before repair is between 3k and 4k.
- The type of origin of the critical path is a primary input.
- The number of gates resized after cts is 0.
- The synthesized instance count is about 480.
- The number of placed I/O pins is ~54.
- Subtracting the final worst setup slack from the clock period gives between 7 and 8 ns.
- The count of nets left with antenna violations once routing finished came out at 0.
- The pre-antenna-repair detailed-routing pass consisted of 5 iterations.
- The area fraction of the largest cell type after synthesis is about an eighth.
- The first global-routing pass estimated approximately 19 mm of wire.
- The HPWL after detailed placement is about 9.7 mm.
- The cell depth of the worst hold path is 4.
- The number of buffers inserted by post-CTS setup repair is 0.
- The cell area that synthesis handed to floorplanning was around 3400 sq um.
- The post-route netlist has between 10% and 20% of its cells at a drive strength greater than 1.
- In this run the VDD rail shows a maximum IR drop of roughly 0.036 mV.
- After synthesis, the most frequently instantiated cells are sky130_fd_sc_hd__nor2_1 (44), sky130_fd_sc_hd__a21oi_1 (38), sky130_fd_sc_hd__ha_1 (33), sky130_fd_sc_hd__nand2_1 (33), sky130_fd_sc_hd__o21ai_0 (32).
- Yosys reports a chip area of around 3400 sq um.
- The total cells reported by yosys after synthesis is 481.
- The worst-margin pin slew is 0.6349 ns.
- The standard-cell row count is 29.
- The total number of vias is just over 4k.
- The final tally of setup violations is 0.
- Dividing total power by cell area gives a power density of between 60 and 70 nW/um^2.
- The number of max-slew violations in the final report is 0.
- RePlAce ended its routability-driven mode at a weighted congestion of 1.021.
- The final layout report lists a clock buffer count of 0.
[layout by cell type, fill, tap and decap left out, types with 4 or more instances in the layout]
cell type and n:
sky130_fd_sc_hd__o211ai_1 10, sky130_fd_sc_hd__mux2i_1 18, sky130_fd_sc_hd__o21ai_0 32, sky130_fd_sc_hd__ha_1 33, sky130_fd_sc_hd__o221ai_1 5, sky130_fd_sc_hd__nand2_1 33
sky130_fd_sc_hd__a21o_1 9, sky130_fd_sc_hd__nor3_1 24, sky130_fd_sc_hd__or4_1 4, sky130_fd_sc_hd__buf_4 14, sky130_fd_sc_hd__nand3b_1 4, sky130_fd_sc_hd__a21oi_1 38
sky130_fd_sc_hd__and2_1 6, sky130_fd_sc_hd__nand3_1 12, sky130_fd_sc_hd__nor2_1 44, sky130_fd_sc_hd__nand2b_1 7, sky130_fd_sc_hd__o221a_2 4, sky130_fd_sc_hd__mux4_2 14
sky130_fd_sc_hd__clkdlybuf4s50_1 53, sky130_fd_sc_hd__o21bai_1 4, sky130_fd_sc_hd__inv_1 29, sky130_fd_sc_hd__nor2b_1 8, sky130_fd_sc_hd__a221oi_1 6, sky130_fd_sc_hd__o21a_1 4
sky130_fd_sc_hd__or3_1 6, sky130_fd_sc_hd__o31ai_1 6, sky130_fd_sc_hd__mux2_2 6, sky130_fd_sc_hd__a211o_1 4, sky130_fd_sc_hd__a211oi_1 8, sky130_fd_sc_hd__nand4b_1 4
[worst max-delay path: stages]
cell and delay [ns]:
sky130_fd_sc_hd__clkdlybuf4s50_1 0.63, sky130_fd_sc_hd__ha_1 0.63, sky130_fd_sc_hd__nor3_1 0.14, sky130_fd_sc_hd__a2111oi_4 0.51
sky130_fd_sc_hd__o21ai_1 0.12, sky130_fd_sc_hd__a21o_1 0.17, sky130_fd_sc_hd__a211o_1 0.26, sky130_fd_sc_hd__or4_1 0.52
sky130_fd_sc_hd__or4_1 0.50, sky130_fd_sc_hd__or4_1 0.50, sky130_fd_sc_hd__nor3_2 0.11, sky130_fd_sc_hd__clkdlybuf4s50_1 0.48
[cell families (layout without fill, tap and decap cells)]
group                      after synthesis  after routing  synth area share, %
adders and majority gates               35             35                13.15
xor gates and xnor gates                 4              4                1.017
muxes                                   44             44                18.96
and+or+nand+nor                        169            169                25.32
buffers and inverters                   64             97                7.882
AOI/OAI and AO/OA                      165            165                33.67
[final cells by class]
class	count	area [sq um]	area share, %
timing repair buffer	68	640.6	15.89
multi-input combinational	417	3186	79.02
tap	77	96.34	2.390
inverter	29	108.9	2.700
[report_power, final]
group | total, mW | switching, mW | internal (mW) | leakage, nW
clock | 0 | 0 | 0 | 0
combinational | 0.254 | 0.138 | 0.116 | 1.61
sequential | 0 | 0 | 0 | 0
[path summary, 6_finish.rpt]
check	startpoint	end
setup / recovery	operandA[5]	zero
hold / removal	Function[2]	takeBranch
[per-layer routing]
metal	share of wire, %	global-route usage (%)	up-vias
met5	0	0	-
met4	2.0	6.317	0
met3	9.7	4.344	24
met2	44	52.86	224
met1	45	54.13	1899
li1	-	-	1918
[stage by stage]
stage	power, mW	std cells	setup slack (ns)	hold slack, ns
global placement	0.2478	591	0.5539	4.586
global route	0.2751	591	0.3014	4.651
detailed placement	0.2484	591	0.5597	4.594
finish	0.2542	591	0.5320	4.594
floorplan	0.1571	481	1.682	3.492
CTS	0.2501	591	0.5376	4.588
Power and IR drop assume default switching activity.
