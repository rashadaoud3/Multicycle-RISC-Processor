--- ./config.mk ---
export PLATFORM = sky130hd
export DESIGN_NAME = mux4x1
export DESIGN_NICKNAME = mux4x1
export VERILOG_FILES = /design/flow/design.v
export SDC_FILE = /design/flow/constraint.sdc
export NUM_CORES = 4
export LEC_CHECK = 1
export CORE_AREA = 10 10 70 70
export DIE_AREA = 0 0 80 80
--- ./constraint.sdc ---
current_design mux4x1

set clk_period 2.4
set clk_io_pct 0.2

create_clock -name clk0 -period $clk_period

set non_clock_inputs [all_inputs -no_clocks]
set_input_delay [expr $clk_period * $clk_io_pct] -clock clk0 $non_clock_inputs
set_output_delay [expr $clk_period * $clk_io_pct] -clock clk0 [all_outputs]
--- ./design.v ---
module mux4x1(
    input wire [15:0] a,        
    input wire [15:0] b,        
    input wire [15:0] c,        
    input wire [15:0] d,        
    input wire [1:0] sel,       
    output wire [15:0] out      
);
assign out = (sel == 2'b00) ? a :   
             (sel == 2'b01) ? b :   
             (sel == 2'b10) ? c :   
             d;                      
endmodule
--- ./run.sh ---
#!/bin/bash
# OpenROAD 26Q1-2900-gdf79404cd8, Yosys 0.63+post, stock flow scripts
make -C /OpenROAD-flow-scripts/flow DESIGN_CONFIG=/design/flow/config.mk WORK_HOME=/design/flow/orfs finish
==> flow_summary_export.csv <==
group,metric,value,unit
floorplanning,dieArea,6400,sq um
final_layout,fin_util,38.61,%
final_layout,nClkBuffers,0,
yosys,postSynthCellCount,20,
yosys,synth-seq-area-share,0,%
sta,slew_headroom,92.28,%
critical_path,end_kind,"output port",
clock_tree,cts_setup_buffers,0,
final_layout,fill_cells,352,
critical_path,required,1.92,ns
yosys,synth_area,424.2,sq um
yosys,ys_area,424.2,sq um
yosys,syn_area_per_cell,21.21,sq um
final_layout,combGateArea,382.9,sq um
power,p_clk_share,0,%
worst_hold_path,hold_class,"in -> out",
sta,hold_viol_final,0,
placement,gp_congestion,0.8167,
power,power_frac_seq,0,%
drt,wl_per_cell,16.90,um
floorplanning,initial_core_util,12.42,%
flow_run,warnings,32,
critical_path,cp_max_fo,16,
sta,finalSetupViolations,0,
global_route,grt_max_degree,17,
power,p_leak,0.0004850,uW
floorplanning,dieHeight,80,um
critical_path,crit_start,"sel[1]",
drt,drc,0,
floorplanning,ioPinCount,82,
final_layout,finalInstanceArea,1319,sq um
power,combPwrFrac,100.0,%
sta,rsz0062_at_grt,"false",
drt,via_per_inst,4.068,
worst_hold_path,hold_start,"sel[0]",
drt,antenna-diode-count,0,
global_route,overflow,0,
final_layout,final_layout_size_suffix_gt1_share,14.71,%
global_route,track_usage,7.627,%
global_route,grt_pass1_wl,3864,um
sta,fin_crit,2.358,ns
drt,vias,602,
global_route,antenna_found_initial,0,
placement,dp_slack,-0.2665,ns
yosys,ys_cells,20,
sta,fmax,424.2,MHz
placement,placed_area,1296,sq um
drt,dr.pass1.iters,2,
global_route,grt_pass1_vias,745,
floorplanning,core_area,3416,sq um
sta,final_max_slew_viol_count,0,
floorplanning,die_w,80,um
sta,period_used_share,98.23,%
drt,dr.first_iter.drc_count,6,
final_layout,regArea,0,sq um
critical_path,cp.arrival,1.88,ns
power,sw_frac_of_total,17.30,%
critical_path,critPathKind,"in -> out",
power,ir_drop,0.06393,mV
power,p_sw,38.40,uW
drt,antenna_left,0,
power,p_int,183.6,uW
status,status,"completed",
placement,io_buffers,82,
sta,tightest_slew,0.1157,ns
floorplanning,num_rows,21,
yosys,yosysWarnings,0,
final_layout,flops,0,
sta,worst_slack,0.04244,ns
sta,tns,0,ns
final_layout,area_growth,210.9,%
yosys,synth_cell_types,5,
power,powerDensity,168.3,nW/um^2
drt,wl,2501,um
flow_run,maxCapViolCount,0,
critical_path,cp-start-kind,"primary input",
[path summary, 6_finish.rpt]
check	end	slack (ns)	depth (start not counted)
worst max-delay path	out[0]	0.04	4
worst min-delay path	out[12]	1.64	4
[synth_stat cells, drive strengths merged]
master / n / area, sq um
buf: 4 / 41.29
mux4: 16 / 382.9
[cells by family (layout without fill, tap and decap cells)]
group,Yosys count,after routing,synth area share [%]
buffers and inverters,4,86,9.735
multiplexers,16,16,90.27
[power by group through the flow]
| stage | clock network, uW | logic [uW] | registers (uW) |
|---|---|---|---|
| after CTS | 0 | 226 | 0 |
| after global routing | 0 | 239 | 0 |
| final | 0 | 222 | 0 |
[timing repair]
action / in CTS / in global routing
resized: 5 / 3
cloned: 1 / 0
setup endpoints to repair: 16 / 2
hold buffers: 0 / 0
[critical path: stages]
cell and delay (ns):
clkdlybuf4s50_1 0.50, buf_12 0.15, mux4_2 0.30, clkdlybuf4s50_1 0.43
[per-stage QoR]
stage	power (uW)	hold WS, ns	instances
final	222.0	1.636	148
after floorplan	56.25	1.119	20
after global placement	222.0	2.085	147
after CTS	226.2	2.025	148
after global routing	239.2	1.715	148
after detailed placement	222.6	2.084	147
[metal layers]
layer	up-vias	share of wire, %	GRT usage, %
met5	-	0	0
met4	0	0	0
met3	0	20	5.000
met2	67	37	11.40
met1	259	42	9.641
li1	276	-	-
[cell type report]
cell class                 instances  share of cell area [%]
timing repair buffer              86                   66.60
multi-input combinational         16                   29.03
tap                               46                   4.364
[cell usage in the layout (no fill, tap or decap)]
cell             count
buf_6                1
buf_12               1
clkdlybuf4s50_1     80
mux4_2              10
buf_8                1
mux4_1               6
clkbuf_4             1
dlymetal6s2s_1       1
clkdlybuf4s15_2      1
Power figures rest on the tool's default switching activity, not on a simulated workload.
